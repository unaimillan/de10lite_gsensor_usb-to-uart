[./design.v]
module bin_to_ascii_hex #(
    parameter HEX_DIGIT_W = 4,
    parameter BINARY_W = HEX_DIGIT_W*4
) (
    input [BINARY_W-1: 0] binary,
    output logic [HEX_DIGIT_W-1: 0][7:0] ascii_hex
);
    always_comb begin
        for (int digit = 0; digit < HEX_DIGIT_W; digit++) begin : digit_for
            ascii_hex[digit] = (binary[4*digit +: 4] < 4'd10) 
                ? 8'd48 + 8'(binary[4*digit +: 4]) 
                : 8'd55 + 8'(binary[4*digit +: 4]);  
        end
    end
endmodule
[./run.sh]
#!/bin/bash
# OpenROAD 26Q1-2900-gdf79404cd8, Yosys 0.63+post, stock flow scripts
make -C /OpenROAD-flow-scripts/flow DESIGN_CONFIG=/design/flow/config.mk WORK_HOME=/design/flow/orfs finish
[./config.mk]
export PLATFORM = sky130hd
export DESIGN_NAME = bin_to_ascii_hex
export DESIGN_NICKNAME = bin_to_ascii_hex
export VERILOG_FILES = /design/flow/design.v
export SDC_FILE = /design/flow/constraint.sdc
export NUM_CORES = 4
export LEC_CHECK = 1
export CORE_AREA = 10 10 70 70
export DIE_AREA = 0 0 80 80
[./constraint.sdc]
current_design bin_to_ascii_hex

set clk_period 1.0
set clk_io_pct 0.2

create_clock -name clk0 -period $clk_period

set non_clock_inputs [all_inputs -no_clocks]
set_input_delay [expr $clk_period * $clk_io_pct] -clock clk0 $non_clock_inputs
set_output_delay [expr $clk_period * $clk_io_pct] -clock clk0 [all_outputs]
==> out/writeup.txt <==
The run gives 0.18 ns for the longest individual stage delay on the worst path. The fill cell instance count of the final layout came out at 359. The synthesized netlist handed to floorplanning was reported with a cell count of 64. The tools report the sequential share of power as 0. The worst endpoint required time is 0.80 ns. The area share of the largest cell type after synthesis came out at 0.122. The overall track demand over capacity in global routing was 0.0506. The die covers 6400 sq um. With the power per cell area at 405 nW/um^2, the share of the core filled by cells before placement is 0.120. Per the detailed-route log, wirelength across all metal layers totals 1820 um. The tool flagged a number of max-cap violations equal to 0. The cell type with the largest total area after synthesis was ha_1. The fraction of the cycle the final worst path needs was 1.13; the number of clock buffers in the layout was 0. The number of core rows was 21; the number of ports placed on the die boundary was 48. Summing all non-filler instances in the final layout gives an area of 1120 sq um. Final setup violation count: 12.

In the placement report, post-DP HPWL is listed as 1470 um. The synthesis warning total is 1. In this run the critical path is formed by buf_8 -> inv_4 -> ha_4 -> and2b_1 -> o21a_1 -> buf_2.

The tools report the number of sequential cells as 0. After detailed routing, the number of remaining DRC violations is 0. In this run the layout overhead on the synthesized area is reported as 173%. The run gives 0 for the number of diodes. For reference, the final report shows the max-slew violation count at 0. According to the floorplan report, the die width is 80 um. In the post-synthesis netlist, the biggest area contributors are ha_1, a21oi_1, o21ai_2. The tools report the critical path launch point type as an input pin.

The power report puts the leakage power at 0.527 nW. With the global-route wire length before repair at 2840 um, the final worst slack is -0.133 ns. The warning total across the stage logs came out at 34. Setup repair after global routing could not meet its margin everywhere. The post-synthesis sequential area ratio was 0. The floorplan die height was 80 um.

The per-cell routed wire length is 10.8 um. STA classifies the critical path endpoint as an output port. Dividing the detail-routed via count by the number of cells gives 3.79. With the combinational group share of total power at 1.000, the area of the core is 3420 sq um. The first-pass detailed-route iteration total is 2. Per the placement log, port buffering inserted 44 buffers. Worst-path cell with the longest stage delay: and2b_1. Per the GRT congestion report, total overflow comes to 0. Across the whole layout, storage elements account for 0 sq um. Detailed routing inserted a total of 641 vias. The area of the synthesized netlist per yosys stat came out at 410 sq um.

The fraction of power spent switching nets was 0.391. The type of the worst setup path is input pin to output port. Entering global routing, the biggest net connects 9 pins.

The hold violation total from the final report is 0. For this design, Yosys synthesis ends with a cell count of 64. The proportion of layout cells with a drive suffix above 1 came out at 0.732. The worst path needs 1.13 ns of the cycle, external delays included.

The proportion of power drawn by the clock network came out at 0. Hold repair after CTS inserted 0 buffers. The flow ran to the end, but the final reports show violations. Net switching power: 178 uW.

In this run the VDD rail shows a maximum IR drop of 0.141 mV. In this build the clock could be raised as far as 882 MHz. The checks that failed: setup timing.

The violation tally recorded at the end of detailed-routing iteration 0 is 13. The count of nets left with antenna violations once routing finished came out at 0. With the final RePlAce weighted congestion at 0.765, the initial antenna violation count is 0. After synthesis, the netlist uses 17 different library cells. The via count of the first global-routing pass came out at 657. The power report lists cell-internal power as 277 uW. Per the post-synthesis stats, the area per cell is 6.41 sq um.

The tools report the post-synthesis cell area as 410 sq um. STA puts the critical path data arrival time at 0.93 ns. Before CTS, the worst setup slack after placement is -0.955 ns. The cell area reported after detailed placement came out at 980 sq um.

Looking at the critical path, the highest net fanout was 3. The type of the most critical hold path was input pin to output port.
-- routing by layer --
metal  global-route usage  routed length, um  vias to the layer above
li1                     -                  -                      330
met1               0.0646                815                      279
met2               0.0738                725                       32
met3               0.0330                280                        0
met4                    0                  0                        0
met5                    0                  0                        -
-- layout by cell type, fill, tap and decap left out, types with 3 or more instances in the layout --
cell and instances:
a21oi_1 3, a21oi_2 5, and2b_1 4, buf_2 27, buf_4 10, buf_6 9
buf_8 7, clkdlybuf4s15_1 3, conb_1 4, ha_4 4, inv_4 7, nand2b_4 3
o21a_1 4, o21ai_1 5, o21ai_4 4, o2bb2ai_2 3, xnor2_1 3
-- area by class of cell --
class / instances / area [sq um] / area share
multi-input cells: 55 / 539 / 0.481
repair buffers: 60 / 477 / 0.425
well taps: 46 / 57.6 / 0.0513
inverters: 8 / 47.5 / 0.0424
-- worst max-delay path, delay by kind of cell --
kind / cells / cell delay, ns
buffers and inverters: 3 / 0.26
and+or+nand+nor: 1 / 0.18
AOI/OAI and AO/OA: 1 / 0.16
adders and majority gates: 1 / 0.13
-- final timing paths --
kind | to | startpoint | cells past startpoint | slack (ns)
worst max-delay path | ascii_hex[30] | binary[13] | 6 | -0.13
worst min-delay path | ascii_hex[16] | binary[8] | 3 | 0.63
-- repair_timing --
item,4_1_cts,5_1_grt
hold endpoints to repair,0,0
gates resized,201,19
setup buffers,3,1
setup endpoints to repair,28,21
pin swaps,24,16
-- stage by stage --
step / hold slack, ns / util / setup TNS (ns) / power [mW] / std cells
after floorplan: 0.413 / - / 0 / 0.104 / 67
after global placement: 1.38 / 0.287 / -22.33 / 0.413 / 165
after detailed placement: 1.39 / 0.287 / -22.49 / 0.414 / 165
final: 0.630 / 0.328 / -0.894 / 0.454 / 169
after CTS: 0.635 / 0.308 / -1.07 / 0.428 / 168
after global routing: 0.646 / 0.328 / -1.56 / 0.504 / 169
-- power groups by stage --
stage	clock [mW]	combinational, mW	sequential (mW)
5_1_grt	0	0.504	0
4_1_cts	0	0.428	0
6_report	0	0.454	0
-- kinds of logic after synthesis --
| family | count (synthesis) | synth area share |
|---|---|---|
| xor gates and xnor gates | 4 | 0.0854 |
| AOI/OAI and AO/OA | 25 | 0.405 |
| adders and majority gates | 4 | 0.122 |
| buffers and inverters | 12 | 0.146 |
| other | 1 | 0.00914 |
| and+or+nand+nor | 18 | 0.232 |
-- cell usage after synthesis --
cell type  n
ha_1       4
a21bo_1    1
conb_1     1
xnor2_1    4
nor2_1     3
buf_4      4
o21ai_1    5
and2b_1    4
o21a_1     4
o2bb2ai_1  3
a21oi_1    8
nand2_1    6
nand2b_1   3
o21ai_2    4
nor3b_1    1
inv_1      8
nand3_1    1
Power is estimated from default activity; no workload was simulated.
